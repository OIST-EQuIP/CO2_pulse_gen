===== design/flow/config.mk =====
export PLATFORM = sky130hd
export DESIGN_NAME = clock_divider
export DESIGN_NICKNAME = clock_divider
export VERILOG_FILES = /design/flow/design.v
export SDC_FILE = /design/flow/constraint.sdc
export NUM_CORES = 4
export LEC_CHECK = 1
export CORE_UTILIZATION = 40

===== design/flow/constraint.sdc =====
current_design clock_divider

set clk_period 4.8
set clk_io_pct 0.2

create_clock -name clk0 -period $clk_period [get_ports {clk}]

set non_clock_inputs [all_inputs -no_clocks]
set_input_delay [expr $clk_period * $clk_io_pct] -clock clk0 $non_clock_inputs
set_output_delay [expr $clk_period * $clk_io_pct] -clock clk0 [all_outputs]

===== design/flow/design.v =====
`timescale 1ns / 1ps
module clock_divider(
	input	wire	clk,
	input	wire	rst,
	input wire [31:0] period,  
	input wire [31:0] width,  
	output reg clk_div	 
    );
reg [31:0]	count;
always @(posedge clk, posedge rst)
if (rst == 1'b1)
begin
	count <= 32'b0;
	clk_div <= 1'b0;
end 
else if (count >= period -1)
begin
	count <= 32'b0;
	clk_div <= 1'b1;
end
else 
begin
	count <= count +1;
	if (count >= width-1)
		clk_div <= 1'b0;
end
endmodule

===== design/flow/run.sh =====
#!/bin/bash
# OpenROAD 26Q1-2900-gdf79404cd8, Yosys 0.63+post, stock flow scripts
make -C /OpenROAD-flow-scripts/flow DESIGN_CONFIG=/design/flow/config.mk WORK_HOME=/design/flow/orfs finish

==> flow_summary.json <==
{
  "ys_types": 47,
  "hpwl_um": 7255,
  "crit_fanout": 17,
  "clockRootBuffer": "clkbuf_8",
  "layout-drive-gt1-share_pct": 4.554,
  "avgSynthCellArea_um2": 8.370,
  "synth_seq_share_pct": 20.81,
  "vdd_drop_max_v": 0.0001279,
  "worstPathArrival_ns": 4.51,
  "min_path_cells": 1,
  "cap_violations": 0,
  "ys_ff": 33,
  "io_buffers": 66,
  "p_per_area_mw_per_mm2": 132.0,
  "grt_max_degree": 34,
  "routed_via_density": 5.186,
  "finalHoldViolCount": 0,
  "p_seq_share_pct": 43.1,
  "cts_setup_buffers": 0,
  "finalSetupViolations": 0,
  "min_to": "count[0]",
  "grt_overflow": 0,
  "dr_total_vias": 3516,
  "cts_hold_buf": 0,
  "grt_pass1_wl_um": 14590,
  "maxSlewHeadroom_pct": 52.72,
  "synth_area_leader_cell": "ha_1",
  "initCoreUtil_pct": 42.14,
  "cts_inserted_buffers": 5,
  "critPathCaptureType": "flop",
  "gp_congestion": 0.8688,
  "rsz0062_at_grt": "no",
  "setup_tns_ns": 0,
  "tritoncts": "yes",
  "yosysTopAreaCellShare_pct": 21.13,
  "clk_pin_slew_ns": 0.06,
  "dr.pass1.iters": 6,
  "ios": 67,
  "fp.dieH_um": 101.6,
  "power.internal_mw": 0.4827,
  "rows": 35,
  "switching_share_pct": 25.43,
  "mostFrequentLayoutCells": "68 x nor2_1, 67 x ha_1, 66 x clkdlybuf4s50_1, 47 x xnor2_1",
  "core_area_mm2": 0.009415,
  "wl_um": 8559,
  "skew_ns": 0.003694,
  "cts_max_level": 2,
  "start_kind": "input port",
  "layout_min_cycle_time_ns": 4.306,
  "placed_area_mm2": 0.004818,
  "drc": 0,
  "cts_resized": 0,
  "min_path_type": "flop to flop",
  "synth.top_cells.by_area": "ha_1 21%, dfrtp_1 21%, xnor2_1 10%, xor2_1 9.3%, nor2_1 6.4%",
  "drt_first_iter_violations": 144,
  "worst-setup-path-type": "input port to flop",
  "antenna_found_initial": 0,
  "period_used_pct": 89.71,
  "p_comb_share_pct": 24.9,
  "worstSkewPairLatency_ns": 0.28,
  "die_w_um": 101.6,
  "worstMarginPinSlew_ns": 0.7039,
  "r2r_cells": 8,
  "cp_data_required_time_ns": 5.01,
  "cts_sinks": 33,
  "antenna_cells": 0,
  "ys_cells": 474,
  "cts_max_path_buffers": 2,
  "area_growth_pct": 23.62,
  "warning_count": 25,
  "holdWs_ns": 0.5143,
  "report.final.slew_viol_count": 0,
  "final_cell_area_mm2": 0.004905,
  "r2r_start": "count[19]",
  "chip_area_mm2": 0.01032,
  "wl_per_cell_um": 12.62,
  "mostFrequentLayoutCell": "nor2_1",
  "r2r_slack_ns": 2.28,
  "synthCells": 474,
  "pwr-share-clk_pct": 32.0,
  "grt_pass1_vias": 3285,
  "ant_nets": 0,
  "r2r_end": "count[23]",
  "p_sw_mw": 0.1646,
  "p_leak_nw": 2.112,
  "yosysWarnings": 1,
  "outcome": "finished, final reports clean",
  "yosys-stat-area_mm2": 0.003968,
  "fmaxAchievable_mhz": 232.2,
  "min_from": "count[0]",
  "synth_area_mm2": 0.003968,
  "track_usage_pct": 17.70
}
sequential cells by signal (all words and copies together), names as in the netlist:
signal	cells
clk_div	1
count	32
worst max-delay path: stages:
cell	delay, ns
clkdlybuf4s50_1	0.46
nor4_1	0.27
buf_4	0.17
and4b_1	0.24
nand2_1	0.15
nor4_1	0.26
xnor2_1	0.17
ha_1	0.27
a21oi_1	0.17
nand2_1	0.07
a221o_1	0.28
a2111oi_0	0.54
o21ai_2	0.14
buf_4	0.23
nor2_1	0.12
power groups by stage:
| stage | Sequential (mW) | Clock, mW | Combinational, mW |
|---|---|---|---|
| 4_1_cts | 0.279 | 0.213 | 0.163 |
| 5_1_grt | 0.279 | 0.225 | 0.181 |
| 6_report | 0.279 | 0.207 | 0.161 |
how the worst max path moves through the flow:
| stage | to | slack, ns | startpoint | depth (start not counted) |
|---|---|---|---|---|
| 6_report | count[23] | 0.49 | period[7] | 15 |
| 5_1_grt | count[19] | 0.13 | period[12] | 14 |
| 4_1_cts | count[23] | 0.47 | period[7] | 14 |
per-layer routing:
layer	share of wire (%)	up-vias	global-route usage, %
met5	0	-	0
met4	0.28	0	0.6689
met3	3.3	4	2.101
met2	50	49	31.70
met1	47	1597	24.30
li1	-	1866	-
synth_stat cells, drive strengths merged:
cell / number
nor2: 69
ha: 67
xnor2: 47
nand2: 43
xor2: 42
dfrtp: 33
a21oi: 23
nand3: 21
nor3: 19
nor4: 16
nand4: 14
inv: 10
o21ai: 10
a21o: 5
and3: 5
nand3b: 5
or3: 5
and4: 4
buf: 4
or4: 4
and2: 3
o21a: 3
a2111oi: 2
a211o: 2
and4b: 2
and4bb: 2
nand2b: 2
nor4b: 2
o31ai: 2
a211oi: 1
a221o: 1
a221oi: 1
a31oi: 1
nand4b: 1
nor2b: 1
nor3b: 1
o311ai: 1
stage by stage:
step                      instances  utilization (%)  total power [mW]  setup slack (ns)
final                           678            52.09            0.6473            0.4941
after global routing            678            52.09            0.6856            0.1313
after CTS                       678            52.09            0.6554            0.4664
after detailed placement        671            51.18            0.4465            0.1795
after global placement          671            51.18            0.4437            0.3091
after floorplan                 474                -            0.3555            0.9920
layout make-up:
class,instances,area (um2)
clock buffer,7,86.33
fill,885,4511
inverter,10,37.54
multi-input combinational,427,3088
sequential,33,825.8
tap,129,161.4
timing repair buffer,72,705.7
logic make-up after synthesis:
kind of cell | share of synthesized area [%]
adders and majority gates | 21.13
buffers and inverters | 1.451
AOI/OAI and AO/OA | 7.979
and+or+nand+nor | 28.98
DFF | 20.81
xor gates and xnor gates | 19.65
Power figures rest on the tool's default switching activity, not on a simulated workload.
